===== flow/run.sh =====
#!/bin/bash
# OpenROAD 26Q1-2900-gdf79404cd8, Yosys 0.63+post, stock flow scripts
make -C /OpenROAD-flow-scripts/flow DESIGN_CONFIG=/design/flow/config.mk WORK_HOME=/design/flow/orfs finish

===== flow/config.mk =====
export PLATFORM = sky130hd
export DESIGN_NAME = uart_data_fsm
export DESIGN_NICKNAME = uart_data_fsm
export VERILOG_FILES = /design/flow/design.v
export SDC_FILE = /design/flow/constraint.sdc
export NUM_CORES = 4
export LEC_CHECK = 1
export CORE_UTILIZATION = 50
export SYNTH_HDL_FRONTEND = slang

===== flow/constraint.sdc =====
current_design uart_data_fsm

set clk_period 3.6
set clk_io_pct 0.2

create_clock -name clk0 -period $clk_period [get_ports {clk}]

set non_clock_inputs [all_inputs -no_clocks]
set_input_delay [expr $clk_period * $clk_io_pct] -clock clk0 $non_clock_inputs
set_output_delay [expr $clk_period * $clk_io_pct] -clock clk0 [all_outputs]

===== flow/design.v =====
module ascii_bin_to_hex (
	input  logic [3:0] binary_in,
	output logic [7:0] hex_out
);
	always_comb begin
		unique case (binary_in)
			4'h0 : hex_out = 8'h30;
			4'h1 : hex_out = 8'h31;
			4'h2 : hex_out = 8'h32;
			4'h3 : hex_out = 8'h33;
			4'h4 : hex_out = 8'h34;
			4'h5 : hex_out = 8'h35;
			4'h6 : hex_out = 8'h36;
			4'h7 : hex_out = 8'h37;
			4'h8 : hex_out = 8'h38;
			4'h9 : hex_out = 8'h39;
			4'hA : hex_out = 8'h41;
			4'hB : hex_out = 8'h42;
			4'hC : hex_out = 8'h43;
			4'hD : hex_out = 8'h44;
			4'hE : hex_out = 8'h45;
			4'hF : hex_out = 8'h46;
		endcase
	end
endmodule
module uart_data_fsm #(parameter FIFO_RD_DATA_WIDTH=8) (
	input  logic                          clk          ,
	input  logic                          reset        ,
	input  logic                          fsm_en       ,
	input  logic                          uart_tx_done ,
	output logic                          uart_start_tx,
	output logic [                   7:0] uart_tx_din  ,
	input  logic [FIFO_RD_DATA_WIDTH-1:0] fifo_rd_data ,
	input  logic                          fifo_empty   ,
	output logic                          fifo_rd_en
);
	localparam HEX_DIGITS          = FIFO_RD_DATA_WIDTH/4;
	localparam HEX_DIGITS_PER_WORD = 8                   ;
	typedef enum logic [3:0] {STATE_IDLE,STATE_READ_FIFO,STATE_UART_SEND_WORD,STATE_UART_WAIT_WORD,STATE_UART_SEND_COMMA,STATE_UART_WAIT_COMMA,STATE_UART_SEND_CR,STATE_UART_WAIT_CR,STATE_UART_SEND_LF,STATE_UART_WAIT_LF} states_t;
	states_t state;
	logic [7:0] hex_out_arr[0:HEX_DIGITS-1];	 
	logic   [FIFO_RD_DATA_WIDTH-1:0] fifo_rd_data_reg;
	integer                          hex_out_arr_idx ;
	genvar i;
	generate
		for (i = 0; i < HEX_DIGITS; i++) begin
			ascii_bin_to_hex i_ascii_bin_to_hex_w1 (.binary_in(fifo_rd_data_reg[FIFO_RD_DATA_WIDTH-1-4*i:FIFO_RD_DATA_WIDTH-4-4*i]), .hex_out(hex_out_arr[i]));
		end
	endgenerate
	always_ff @(posedge clk or posedge reset) begin
		if(reset) begin
			state            <= STATE_IDLE;
			hex_out_arr_idx  <= 0;
			uart_start_tx    <= 0;
			uart_tx_din      <= 0;
			fifo_rd_en       <= 0;
			fifo_rd_data_reg <= 0;
		end else begin
			if (fsm_en) begin
				unique case (state)
					STATE_IDLE : begin
						hex_out_arr_idx  <= 0;
						uart_start_tx    <= 0;
						uart_tx_din      <= 0;
						fifo_rd_en       <= 0;
						fifo_rd_data_reg <= 0;
						if(!fifo_empty)begin
							fifo_rd_en <= 1;
							state      <= STATE_READ_FIFO;
						end
					end
					STATE_READ_FIFO : begin
						state            <= STATE_UART_SEND_WORD;
						hex_out_arr_idx  <= 0;
						uart_start_tx    <= 0;
						uart_tx_din      <= 0;
						fifo_rd_en       <= 0;
						fifo_rd_data_reg <= fifo_rd_data;
					end
					STATE_UART_SEND_WORD : begin
						state         <= STATE_UART_WAIT_WORD;
						uart_start_tx <= 1;
						uart_tx_din   <= hex_out_arr[hex_out_arr_idx];
					end
					STATE_UART_WAIT_WORD : begin
						uart_start_tx <= 0;
						if (uart_tx_done) begin
							if (hex_out_arr_idx >= (HEX_DIGITS-1)) begin  
								hex_out_arr_idx <= 0;
								state           <= STATE_UART_SEND_CR;
							end else begin
								hex_out_arr_idx <= hex_out_arr_idx + 1;
								if ((hex_out_arr_idx % HEX_DIGITS_PER_WORD == 7) && (hex_out_arr_idx != 0)) begin  
									state <= STATE_UART_SEND_COMMA;
								end else begin
									state <= STATE_UART_SEND_WORD; 
								end
							end
						end
					end
					STATE_UART_SEND_COMMA : begin
						state         <= STATE_UART_WAIT_COMMA;
						uart_start_tx <= 1;
						uart_tx_din   <= 8'h2C;	 
					end
					STATE_UART_WAIT_COMMA : begin
						uart_start_tx <= 0;
						if (uart_tx_done) begin
							state <= STATE_UART_SEND_WORD;
						end
					end
					STATE_UART_SEND_CR : begin
						state         <= STATE_UART_WAIT_CR;
						uart_start_tx <= 1;
						uart_tx_din   <= 8'h0D;	 
					end
					STATE_UART_WAIT_CR : begin
						uart_start_tx <= 0;
						if (uart_tx_done) begin
							state <= STATE_UART_SEND_LF;
						end
					end
					STATE_UART_SEND_LF : begin
						state         <= STATE_UART_WAIT_LF;
						uart_start_tx <= 1;
						uart_tx_din   <= 8'h0A;	 
					end
					STATE_UART_WAIT_LF : begin
						uart_start_tx <= 0;
						if (uart_tx_done) begin
							state <= STATE_IDLE;
						end
					end
				endcase
			end else begin
				state            <= STATE_IDLE;
				hex_out_arr_idx  <= 0;
				uart_start_tx    <= 0;
				uart_tx_din      <= 0;
				fifo_rd_en       <= 0;
				fifo_rd_data_reg <= 0;
			end
		end
	end
endmodule

==> node_exporter_impl.prom <==
# HELP chip_impl_metric Physical implementation figures
# TYPE chip_impl_metric gauge
chip_impl_metric{name="ioPinCount",unit=""} 23
chip_impl_metric{name="post_cts_hold_buffer_count",unit=""} 0
chip_impl_metric{name="total_global_routing_track_utilization",unit="%"} 21.98
chip_impl_metric{name="synthesized_instance_count",unit=""} 325
chip_impl_info{name="setup_repair_after_global_routing_missed_its_margin",value="false"} 1
chip_impl_metric{name="ys_seq_share",unit="%"} 47.76
chip_impl_metric{name="p_int",unit="W"} 0.001015
chip_impl_metric{name="postCtsResizedCells",unit=""} 0
chip_impl_metric{name="grt_start_max_net_pins",unit=""} 36
chip_impl_metric{name="synth_largest_type_area_fraction",unit="%"} 46.91
chip_impl_info{name="critical_path.endpoint_type",value="flip-flop"} 1
chip_impl_metric{name="hpwl",unit="mm"} 4.128
chip_impl_info{name="r2r_start",value="hex_out_arr_idx[0]"} 1
chip_impl_metric{name="final.fill_count",unit=""} 501
chip_impl_metric{name="routed_wire_length_per_instance",unit="um"} 14.72
chip_impl_metric{name="largest_reg_flops",unit=""} 32
chip_impl_metric{name="globalplace.congestion",unit=""} 0.8468
chip_impl_metric{name="timing_max_transition_violations_final",unit=""} 0
chip_impl_metric{name="max_freq",unit="MHz"} 395.8
chip_impl_metric{name="postSynth.asyncResetShare",unit="%"} 100.0
chip_impl_metric{name="seq_power_share",unit="%"} 52.3
chip_impl_metric{name="vias_per_cell",unit=""} 5.551
chip_impl_metric{name="clk-insertion-delay-late",unit="ns"} 0.33
chip_impl_info{name="timing_worst_setup_path_type",value="primary input to flip-flop"} 1
chip_impl_metric{name="finalCriticalPeriod",unit="ns"} 2.527
chip_impl_metric{name="vias",unit=""} 2376
chip_impl_info{name="status",value="complete, no violations"} 1
chip_impl_metric{name="hold-path-cell-count",unit=""} 2
chip_impl_metric{name="synthToLayoutAreaGrowth",unit="%"} 15.49
chip_impl_info{name="reg2reg_to",value="hex_out_arr_idx[13]"} 1
chip_impl_metric{name="tightest_slew",unit="ns"} 0.7715
chip_impl_metric{name="crit_path_max_fanout",unit=""} 14
chip_impl_metric{name="setup_total_negative_slack",unit="ns"} 0
chip_impl_metric{name="netSwitchingPower",unit="W"} 0.0003051
chip_impl_metric{name="floorplan.die_area",unit="mm2"} 0.006507
chip_impl_metric{name="dieWidth",unit="um"} 80.67
chip_impl_info{name="hold_path_class",value="flip-flop to flip-flop"} 1
chip_impl_metric{name="postCtsSetupRepairBufs",unit=""} 0
chip_impl_metric{name="clock_share_of_power",unit="%"} 41.0
chip_impl_metric{name="ant_nets",unit=""} 0
chip_impl_metric{name="final.period_utilization",unit="%"} 70.18
chip_impl_metric{name="synth-edff-count",unit=""} 0
chip_impl_metric{name="drt_iter0_markers",unit=""} 106
chip_impl_info{name="post_synth_main_area_contributors",value="sky130_fd_sc_hd__dfrtp_1, sky130_fd_sc_hd__xor2_1, sky130_fd_sc_hd__nor2_1, sky130_fd_sc_hd__nand4_1, sky130_fd_sc_hd__ha_1"} 1
chip_impl_metric{name="mappedNetlistArea",unit="mm2"} 0.003094
chip_impl_metric{name="first_global_vias",unit=""} 2164
chip_impl_metric{name="antenna_cells",unit=""} 0
chip_impl_metric{name="synth_cell_type_count",unit=""} 48
chip_impl_metric{name="final_design_area_no_fill",unit="mm2"} 0.003573
chip_impl_metric{name="setup_failing_eps_final",unit=""} 0
chip_impl_metric{name="cts.sinks",unit=""} 59
chip_impl_metric{name="post_dp_cell_area",unit="mm2"} 0.003395
chip_impl_metric{name="grt_antenna_before_repair",unit=""} 0
chip_impl_metric{name="postSynthAreaPerCell",unit="um2"} 9.521
chip_impl_metric{name="cts.reportedPaths.clkPinSlew",unit="ns"} 0.06
chip_impl_metric{name="synth_flop_count",unit=""} 59
chip_impl_metric{name="wirelength",unit="mm"} 6.299
chip_impl_info{name="crit_path_start_kind",value="primary input"} 1
chip_impl_metric{name="power_leakage",unit="nW"} 1.511
chip_impl_metric{name="ys.warnings.count",unit=""} 0
chip_impl_info{name="hold-path-endpoint",value="uart_tx_din[5]"} 1
chip_impl_metric{name="timing.critical_path.arrival",unit="ns"} 2.78
chip_impl_metric{name="worst_reg_to_reg_path_cell_count",unit=""} 8
chip_impl_metric{name="drive_above_1_share",unit="%"} 8.782
chip_impl_metric{name="max-vdd-ir-drop",unit="mV"} 0.3137
chip_impl_metric{name="grt_first_pass_wirelength",unit="mm"} 10.49
chip_impl_metric{name="floorplan.core_util",unit="%"} 51.95
chip_impl_metric{name="number_of_design_rule_violations_left_after_detail_routing",unit=""} 0
chip_impl_metric{name="r2r_setup_slack",unit="ns"} 1.39
chip_impl_metric{name="longest_clk_path_bufs",unit=""} 2
chip_impl_metric{name="warning_count",unit=""} 30
chip_impl_metric{name="die_y",unit="um"} 80.67
chip_impl_metric{name="std_cell_rows",unit=""} 28
chip_impl_metric{name="fin_worst_skew",unit="ns"} 0.004198
chip_impl_info{name="largest_area_cell",value="sky130_fd_sc_hd__dfrtp_1"} 1
chip_impl_metric{name="fp.coreArea",unit="mm2"} 0.005956
chip_impl_info{name="cts_tree",value="built"} 1
chip_impl_metric{name="htree_num_levels",unit=""} 3
chip_impl_info{name="min_from",value="uart_tx_din[5]"} 1
chip_impl_metric{name="place.port_buffers",unit=""} 21
chip_impl_metric{name="comb_power_share",unit="%"} 6.6
chip_impl_metric{name="timing.slew.headroom",unit="%"} 48.56
chip_impl_metric{name="cap_violations",unit=""} 0
chip_impl_info{name="ctsRootBufferMaster",value="sky130_fd_sc_hd__clkbuf_8"} 1
chip_impl_metric{name="sw_frac_of_total",unit="%"} 23.12
chip_impl_metric{name="cts_buffers",unit=""} 9
chip_impl_metric{name="grt_total_ovfl",unit=""} 0
chip_impl_metric{name="ys_cells",unit=""} 325
chip_impl_info{name="synthFlopType",value="sky130_fd_sc_hd__dfrtp_1"} 1
chip_impl_metric{name="timing_hold_violations_final",unit=""} 0
chip_impl_metric{name="synth.yosys.chip_area",unit="mm2"} 0.003094
chip_impl_metric{name="drtPass1Iterations",unit=""} 4
chip_impl_metric{name="power.density",unit="mW/mm2"} 369.3
chip_impl_metric{name="timing.critical_path.required",unit="ns"} 3.86
-- synthesized netlist by cell type, drive strengths merged, types with 3 or more instances --
| master | n |
|---|---|
| nand2 | 18 |
| ha | 7 |
| xnor2 | 5 |
| nor2 | 40 |
| mux2i | 3 |
| inv | 13 |
| and3 | 5 |
| buf | 4 |
| and2 | 3 |
| o21ai | 11 |
| o21a | 3 |
| and4 | 5 |
| nor4b | 3 |
| nor4 | 8 |
| nor3b | 6 |
| nand4 | 22 |
| nor2b | 12 |
| a21oi | 13 |
| clkbuf | 12 |
| a211oi | 3 |
| nor3 | 11 |
| nand3 | 14 |
| dfrtp | 58 |
| xor2 | 24 |
-- power by group through the flow --
stage | logic (W) | registers [W] | clock network, W
after CTS | 0.0000897 | 0.000690 | 0.000556
after global routing | 0.0000988 | 0.000693 | 0.000586
final | 0.0000876 | 0.000691 | 0.000541
-- critical path, stage by stage --
cell and delay (ns):
sky130_fd_sc_hd__clkdlybuf4s50_1 0.70, sky130_fd_sc_hd__and3b_1 0.25, sky130_fd_sc_hd__nor3b_1 0.21, sky130_fd_sc_hd__buf_4 0.25, sky130_fd_sc_hd__nand2_1 0.12, sky130_fd_sc_hd__or3_1 0.38
sky130_fd_sc_hd__a21oi_1 0.14
-- per-layer routing --
metal  global-route usage [%]  part of all wire (%)
met4                    1.786                  0.94
met5                        0                     0
met2                    29.83                    41
met1                    37.90                    53
met3                    5.652                   4.8
-- per-stage QoR --
step                      hold WS, ns  instances  setup WS (ns)  total power [W]  util [%]
after floorplan                0.4143        326          1.425        0.0007496         -
after global placement         0.4608        413         0.8219        0.0007919     57.00
after detailed placement       0.4665        413         0.7568        0.0007918     57.00
after CTS                      0.4823        428          1.087         0.001336     60.00
after global routing           0.5274        428         0.9241         0.001377     60.00
final                          0.4720        428          1.073         0.001320     60.00
-- worst max path at each step --
stage	to	start	slack [ns]	depth (start not counted)
after CTS	hex_out_arr_idx[28]	uart_tx_done	1.09	7
final	hex_out_arr_idx[28]	uart_tx_done	1.07	7
after global routing	hex_out_arr_idx[28]	uart_tx_done	0.92	7
-- kinds of logic (layout without fill, tap and decap cells) --
logic type,Yosys count,after routing,synth area share (%)
XOR/XNOR,29,29,8.209
multiplexers,3,3,0.9705
AND/OR/NAND/NOR,154,154,27.74
other,1,2,0.1212
buffers and inverters,29,56,3.720
flip-flops,59,59,47.76
adder cells (fa/ha/maj),7,7,2.830
AND-OR/OR-AND,43,43,8.653
-- layout make-up --
type	count	area (um2)	area share [%]
clock inverter	2	10.01	0.2801
multi-input combinational	238	1511	42.30
clock buffer	13	168.9	4.727
inverter	13	48.80	1.366
tap	75	93.84	2.626
timing repair buffer	28	262.8	7.353
sequential	59	1478	41.35
-- cells in the final DEF, fill, tap and decap left out, types with 2 or more instances in the layout --
cell,synthesis,final
sky130_fd_sc_hd__dfrtp_1,58,58
sky130_fd_sc_hd__nor2_1,40,40
sky130_fd_sc_hd__xor2_1,24,24
sky130_fd_sc_hd__nand4_1,21,21
sky130_fd_sc_hd__clkdlybuf4s50_1,0,21
sky130_fd_sc_hd__nand2_1,18,18
sky130_fd_sc_hd__nand3_1,13,13
sky130_fd_sc_hd__a21oi_1,13,13
sky130_fd_sc_hd__inv_1,13,12
sky130_fd_sc_hd__nor2b_1,12,12
sky130_fd_sc_hd__clkbuf_8,0,12
sky130_fd_sc_hd__nor3_1,11,11
sky130_fd_sc_hd__o21ai_0,11,11
sky130_fd_sc_hd__nor4_1,7,7
sky130_fd_sc_hd__ha_1,7,7
sky130_fd_sc_hd__buf_4,1,7
sky130_fd_sc_hd__nor3b_1,6,6
sky130_fd_sc_hd__xnor2_1,5,5
sky130_fd_sc_hd__and4_1,4,4
sky130_fd_sc_hd__and3_1,4,4
sky130_fd_sc_hd__nor4b_1,3,3
sky130_fd_sc_hd__and2_1,3,3
sky130_fd_sc_hd__o21a_1,3,3
sky130_fd_sc_hd__mux2i_1,3,3
sky130_fd_sc_hd__a211oi_1,3,3
sky130_fd_sc_hd__o21bai_1,2,2
sky130_fd_sc_hd__a22oi_1,2,2
sky130_fd_sc_hd__or3_1,2,2
sky130_fd_sc_hd__a22o_1,2,2
sky130_fd_sc_hd__conb_1,1,2
sky130_fd_sc_hd__clkinv_2,0,2
Power figures rest on the tool's default switching activity, not on a simulated workload.
