**flow/run.sh**
```bash
#!/bin/bash
# OpenROAD 26Q1-2900-gdf79404cd8, Yosys 0.63+post, stock flow scripts
make -C /OpenROAD-flow-scripts/flow DESIGN_CONFIG=/design/flow/config.mk WORK_HOME=/design/flow/orfs finish
```
**flow/config.mk**
```make
export PLATFORM = sky130hd
export DESIGN_NAME = uart_tx
export DESIGN_NICKNAME = uart_tx
export VERILOG_FILES = /design/flow/design.v
export SDC_FILE = /design/flow/constraint.sdc
export NUM_CORES = 4
export LEC_CHECK = 1
export CORE_UTILIZATION = 30
export SYNTH_HDL_FRONTEND = slang
```
**flow/constraint.sdc**
```tcl
current_design uart_tx

set clk_period 6.7
set clk_io_pct 0.2

create_clock -name clk0 -period $clk_period [get_ports {clk}]

set non_clock_inputs [all_inputs -no_clocks]
set_input_delay [expr $clk_period * $clk_io_pct] -clock clk0 $non_clock_inputs
set_output_delay [expr $clk_period * $clk_io_pct] -clock clk0 [all_outputs]
```
**flow/design.v**
```verilog
module uart_tx#(
    parameter DATA_WIDTH=8,
    parameter CLKS_PER_BIT=87
  )
  (
    input logic clk,
    input logic reset,
    input logic start,
    input logic [DATA_WIDTH-1:0] din,
    output logic serial_tx,
    output logic done
  );
  enum int unsigned {IDLE_TX, START_TX,DATA_TX,STOP_TX} state;
  int unsigned index;
  int unsigned cnt_clock;
  always_ff @(posedge clk)begin
    if (reset)begin
        state <= IDLE_TX;
    end else begin
        case (state)
            IDLE_TX: begin
                serial_tx <= 1'b1;
                index <= 0;
                cnt_clock <= 0;
                done <= 0;
                if (start)
                    state <= START_TX;
                else 
                    state <= IDLE_TX;
            end
            START_TX: begin
                serial_tx <= 1'b0;
                index <= 0;
                cnt_clock <= cnt_clock + 1;
                done <= 0;
                if (cnt_clock < CLKS_PER_BIT-1)
                    state <= START_TX;
                else begin
                    cnt_clock <= 0;
                    state <= DATA_TX;
                end
            end
            DATA_TX: begin
                serial_tx <= din[index];
                done <= 0;
                if (cnt_clock < (CLKS_PER_BIT-1)) begin
                    cnt_clock <= cnt_clock + 1;
                end else begin
                        cnt_clock <= 0;
                        if (index < (DATA_WIDTH-1)) begin
                            index <= index + 1;
                        end else begin
                            index <= 0;
                            state <= STOP_TX;
                        end
                end
            end
            STOP_TX: begin
                serial_tx <= 1'b1;
                index <= 0;
                cnt_clock <= cnt_clock + 1;
                done <= 0;
                if (cnt_clock < CLKS_PER_BIT-1)
                    state <= STOP_TX;
                else begin
                    state <= IDLE_TX;
                    done <= 1'b1;
                end
            end
            default: begin
                serial_tx <= 1'b1;
                index <= 0;
                cnt_clock <= 0;
                done <= 0;
                state <= IDLE_TX;
            end
        endcase
    end
  end
endmodule
```
==> impl_metrics.json <==
{
  "p_per_area_mw_per_mm2": 235,
  "fin_cells": 440,
  "skew_ns": 0.0108,
  "swShare_pct": 24.8,
  "grt_use_total_pct": 10.1,
  "antenna_found_initial": 0,
  "fillCellCount": 986,
  "syn-mean-instance-area_um2": 12.8,
  "warnings": 25,
  "vias_per_cell": 4.45,
  "cts.clk_slew.worst_paths_ns": 0.08,
  "clock.fmax_mhz": 403,
  "port_buffers": 12,
  "grt_max_degree": 35,
  "p_clk_share_pct": 37.4,
  "ys.warnings.count": 0,
  "cts_tree": "done",
  "overflow": 0,
  "crit_fanout": 1,
  "ios": 13,
  "drt_iter0_drc": 122,
  "fin_crit_sh_pct": 37.0,
  "worstMarginPinSlew_ns": 0.577,
  "top_cell": "edfxtp_1",
  "ys_types": 39,
  "p_sw_uw": 221,
  "ys_dominant_reg_cell": "edfxtp_1",
  "drc": 0,
  "period_minus_slack_ns": 2.48,
  "layout-drive-gt1-share_pct": 10.5,
  "ctsRootBufferMaster": "clkbuf_8",
  "cts-resized-gates": 0,
  "comb_area_mm2": 0.00118,
  "antenna_left": 0,
  "slew_violations": 0,
  "reg2reg_depth": 5,
  "cts-hold-fix-buffers": 0,
  "synth_area_mm2": 0.00320,
  "die_h_um": 105,
  "grt_setup_unrepaired": "false",
  "maxCapViolations": 0,
  "syn-instance-count": 250,
  "clock.latency.late_pin_ns": 0.35,
  "whs_ns": 0.482,
  "cp-start-kind": "flop",
  "rows": 37,
  "cp_top_family": "buffers and inverters",
  "dpl.cell_count": 424,
  "critical_path_class": "flop to output port",
  "pwr-share-seq_pct": 58.3,
  "postSynth.asyncResetShare_pct": 0,
  "top_cell_area_share_pct": 62.0,
  "crit_chain": "clkdlybuf4s50_1",
  "end_kind": "output port",
  "enable_flop_cells": 66,
  "grt_pass1_wl_mm": 8.58,
  "post-dp-hpwl_mm": 3.36,
  "worst-path-buf-inv": 1,
  "cts_buffer_depth": 2,
  "ir_worst_vdd_mv": 0.168,
  "synth_flops": 70,
  "setup_violations": 0,
  "synth_top_cell_by_area": "edfxtp_1",
  "ys_cells": 250,
  "die_area_mm2": 0.0111,
  "setup-tns-final_ns": 0,
  "post_dp_cell_area_mm2": 0.00359,
  "numCtsBuffers": 9,
  "synth_seq_share_pct": 64.5,
  "synth_chip_area_mm2": 0.00320,
  "detail_route.first_pass.iterations": 7,
  "vias": 1959,
  "hold_depth": 1,
  "critPathRequiredTime_ns": 5.36,
  "antenna-diode-count": 0,
  "slowest_stage": "clkdlybuf4s50_1",
  "p_leak_nw": 1.26,
  "fp_util_pct": 31.0,
  "cts_max_level": 3,
  "wl_per_cell_um": 11.5,
  "flop_area_mm2": 0.00206,
  "finalWirelength_mm": 5.06,
  "post-cts-setup-buffer-count": 0,
  "core_mm2": 0.0103,
  "comb_power_share_pct": 4.2,
  "worstHoldPathType": "flop to flop",
  "post-route-util_pct": 36.7,
  "slew_headroom_pct": 61.3,
  "hold_viol_final": 0,
  "post_synth_most_frequent_cells": "edfxtp_1 (66), nor2_1 (39), xor2_1 (16)",
  "slowest_delay_ns": 0.47,
  "syn_to_final_growth_pct": 18.7,
  "grt_pass1_vias": 1898,
  "final_area_mm2": 0.00379,
  "ys_top_cells_by_area": "edfxtp_1 (62%), nor2_1 (4.6%), xor2_1 (4.4%)",
  "clkSinkCount": 70,
  "p_int_uw": 670,
  "routabilityCongestion": 0.759,
  "dieWidth_um": 105,
  "worst-path-stages": 1,
  "outcome": "complete, no violations",
  "arrival_ns": 1.14
}
==> routing by layer <==
metal  vias to the layer above  global-route usage, %  part of all wire, %
met4                         0                   1.11                 0.79
li1                       1008                      -                    -
met3                         4                   2.73                  3.9
met2                        27                   15.6                   46
met1                       920                   15.6                   50
met5                         -                      0                    0
==> final timing paths <==
check                            end                   start  slack [ns]
max                        serial_tx     serial_tx$_DFFE_PN_        4.22
min                 state[0]$_DFF_P_        state[0]$_DFF_P_        0.48
max reg2reg  cnt_clock[30]$_DFFE_PN_  cnt_clock[8]$_DFFE_PN_        4.37
min reg2reg         state[0]$_DFF_P_        state[0]$_DFF_P_        0.48
==> through the flow <==
| stage | setup slack, ns | power, mW |
|---|---|---|
| 3_5_place_dp | 3.91 | 0.568 |
| 4_1_cts | 4.18 | 0.903 |
| 2_1_floorplan | 3.34 | 0.550 |
| 5_1_grt | 4.16 | 0.926 |
| 3_3_place_gp | 3.98 | 0.566 |
| 6_report | 4.22 | 0.891 |
==> registers in the layout, summed over array words and instances (netlist names) <==
register   count
state          4
serial_tx      1
done           1
cnt_clock     32
index         32
==> cell usage in the layout, fill, tap and decap left out, drive strengths merged, types with 3 or more instances in the layout <==
cell	n
a211oi	3
nor2	39
and4	7
inv	12
nor3	6
nor4	14
nand2	10
and3	5
clkbuf	9
xnor2	13
conb	28
nand4	10
buf	4
edfxtp	66
o21ai	3
nand3	13
or3	4
xor2	16
mux2i	3
clkdlybuf4s50	12
a21oi	7
dfxtp	4
==> power by group through the flow <==
stage,clock network (mW),logic (mW),registers [mW]
final,0.333,0.0378,0.520
after global routing,0.361,0.0422,0.523
after CTS,0.345,0.0384,0.520
==> layout make-up <==
cell class,instances,area share (%)
clock buffer,9,3.27
sequential,70,54.4
timing repair buffer,16,3.96
tap,136,4.49
clock inverter,7,2.01
inverter,7,0.693
multi-input combinational,195,31.2
==> cells by family (layout without fill, tap and decap cells) <==
kind of cell / Yosys count / count (layout) / synth area share, %
AND/OR/NAND/NOR: 116 / 116 / 19.7
flip-flops: 70 / 70 / 64.5
XOR/XNOR: 29 / 29 / 7.95
AND-OR/OR-AND: 15 / 15 / 2.78
buffers and inverters: 12 / 39 / 1.80
multiplexers: 5 / 5 / 2.35
adder cells (fa/ha/maj): 2 / 2 / 0.783
other: 1 / 28 / 0.117
==> worst reg2reg max path, delay by kind of cell, from the launching register on <==
kind               cells  cell delay [ns]
AOI/OAI and AO/OA      1             0.14
and+or+nand+nor        4             1.56
DFF                    1             0.48
No activity file was given, so power comes from the tool's default toggle rates.
